$ cat /design/flow/constraint.sdc
current_design FIFO

set clk_period 4.1
set clk_io_pct 0.2

create_clock -name clk0 -period $clk_period [get_ports {clk}]

set non_clock_inputs [all_inputs -no_clocks]
set_input_delay [expr $clk_period * $clk_io_pct] -clock clk0 $non_clock_inputs
set_output_delay [expr $clk_period * $clk_io_pct] -clock clk0 [all_outputs]
$ cat /design/flow/run.sh
#!/bin/bash
# OpenROAD 26Q1-2900-gdf79404cd8, Yosys 0.63+post, stock flow scripts
make -C /OpenROAD-flow-scripts/flow DESIGN_CONFIG=/design/flow/config.mk WORK_HOME=/design/flow/orfs finish
$ cat /design/flow/config.mk
export PLATFORM = sky130hd
export DESIGN_NAME = FIFO
export DESIGN_NICKNAME = FIFO
export VERILOG_FILES = /design/flow/design.v
export SDC_FILE = /design/flow/constraint.sdc
export NUM_CORES = 4
export LEC_CHECK = 1
export CORE_UTILIZATION = 30
export SYNTH_HDL_FRONTEND = slang
$ cat /design/flow/design.v
`timescale 1ns / 1ps
module FIFO(
    input clk,
    input reset_n,
    input wr_en,
    input rd_en,
    input [7:0] data_in,
    output reg [7:0] data_out,
    output full,
    output empty
    );
    reg [7:0] fifo [0:8];
    reg [3:0] rd_ptr, wr_ptr;
    always @(posedge clk or negedge reset_n)
    begin
        if(!reset_n)
            wr_ptr <= 0;    
        else if(wr_en && !full) begin
            fifo[wr_ptr[2:0]] <= data_in;
            wr_ptr <= wr_ptr + 1;
        end
    end
    always @(posedge clk or negedge reset_n)
    begin
        if(!reset_n)
            rd_ptr <= 0;    
        else if(rd_en && !empty) begin
            data_out <=  fifo[rd_ptr[2:0]];
            rd_ptr <= rd_ptr + 1;
        end
    end
    assign full = (rd_ptr == {~wr_ptr[3],wr_ptr[2:0]});
    assign empty = (rd_ptr == wr_ptr);
endmodule
==> CHANGELOG.md <==
## Implementation

* Result of the run: completed
* DRT antenna net count at 0
* Post-Syn Instances at 161
* Sort of element at the end of the critical path: output port
* H-tree level count at 3
* Chip Width at 107 um
* Via-per-instance ratio at 4.60
* Slowest Stage Delay on Critical Path at 0.74 ns
* DP Wirelength at 3550 um
* Proportion of synthesized flip-flops having asynchronous set or reset at 10.0%
* Post-CTS Hold Fix Bufs at 0
* Skew final at 0.00890 ns
* Clock Root Buffer: sky130_fd_sc_hd__clkbuf_8
* Total number of clock tree sinks at 80
* Sum Neg Setup Slack at 0 ns
* Total wire length at 5560 um
* Kind of cell adding the most delay to the critical path: flip-flops
* Cell total in the yosys stat output at 161
* Number of synthesized flops with an enable pin at 72
* Worst-path cell chain: xor2_2 > or3_1 > nor2_1 > clkdlybuf4s50_1
* Setup repair after global routing missed its margin: no
* TritonCTS clock tree: done
* Final period utilization at 78.4%
* Avg Synthesized Cell Area at 20.6 um^2
* Number of max-capacitance violations reported at 0
* Total Routing Usage GR at 11.6%
* LEAKAGE at 0.00126 uW
* Leading post-synthesis cells by cell area: sky130_fd_sc_hd__edfxtp_1, sky130_fd_sc_hd__mux4_2, sky130_fd_sc_hd__dfrtp_1
* Measured slew at the worst slew-check pin at 0.831 ns
* Clock Latency Late Sink at 0.34 ns
* Number of warnings printed during yosys synthesis at 0
* Worst-case hold slack at 0.587 ns
* Slew Viols, Final at 0
* Number of clock buffers inserted by TritonCTS at 9
* Starting density of the core at 30.7%
* Share of final-layout standard cells stronger than drive strength 1 at 27.2%
* YS chip area at 0.00332 mm^2
* Via count of the first global-routing pass at 1,697
* Required time at the worst-slack endpoint at 3.28 ns
* Critical path buffer and inverter count at 1
* Buffers inserted during post-CTS setup optimization at 0
* Number of top-level design ports at 22
* Worst-path maximum fanout at 11
* DR vias at 1,572
* First-pass GRT wire length at 9120 um
* Layout overhead on the synthesized area at 18.2%
* Chip Height at 107 um
* VDD IR-drop max at 0.000258 V
* FF/Latch Area at 0.00236 mm^2
* Core Area at 0.0108 mm^2
* Fillers at 974
* Maximum number of buffers from clock root to sink at 2
* Routed length per instance at 16.2 um
* Top-area cell type share of the netlist area at 65.2%
* Type of the most critical hold path: register to register
* DRC violation count after routing at 0
* Synthesized flop and latch total at 80
* Worst-path clk slew at 0.08 ns
* Highest Clock Rate at 311 MHz
* Total power per unit cell area at 643 mW/mm^2
* Initial antenna violation count at 0
* Drt pass-1 iters at 4
* Final tally of hold violations at 0
* I/O Buffers at 21
* Post-synth seq share at 71.2%
* Largest net degree at the start of global routing at 21
* Site Rows at 38
* Main flop type after synthesis: sky130_fd_sc_hd__edfxtp_1
* Diode count at 0
* Comb area at 898 um^2
* Final RePlAce weighted congestion at 0.769
* OpenROAD warning count at 25
* Setup violations, final at 0
* Type of origin of the critical path: register
* Final core utilization at 36.3%
* Data arrival time at the worst-slack endpoint at 2.39 ns
* Combined area of all synthesized cells at 0.00332 mm^2
* Commonest non-fill, non-tap cells in the layout: sky130_fd_sc_hd__edfxtp_1, sky130_fd_sc_hd__clkdlybuf4s50_1, sky130_fd_sc_hd__mux4_2, sky130_fd_sc_hd__nor2_1, sky130_fd_sc_hd__buf_4
* Area of the die at 0.0115 mm^2
* Total instance count after detailed placement at 326
* Number of distinct standard cells referenced by the synthesized netlist at 31
* Max_slew headroom at 44.4%
* Initial DRC Count at 35
* CP max-delay cell: sky130_fd_sc_hd__dfrtp_1
* Final cell count without fillers at 342
* Cell accounting for the most synthesized area: sky130_fd_sc_hd__edfxtp_1
* Total congestion overflow at 0
* Startpoint-to-endpoint class of the critical path: register to output port
* Commonest non-fill, non-tap cell in the layout: sky130_fd_sc_hd__edfxtp_1
* Final critical-path required period at 3.21 ns
* Post-cts sizing count at 0
==> sequential cells by signal, indices dropped and copies added, names as in the netlist <==
register / count
rd_ptr: 4
wr_ptr: 4
data_out: 8
fifo: 64
==> cell families (layout without fill, tap and decap cells) <==
group | after synthesis | count (layout) | synth area share (%)
flip-flops | 80 | 80 | 71.2
adder cells (fa/ha/maj) | 2 | 2 | 0.754
XOR/XNOR | 9 | 9 | 3.73
multiplexers | 26 | 26 | 14.5
buffers and inverters | 9 | 50 | 1.73
AND/OR/NAND/NOR | 25 | 25 | 3.92
AND-OR/OR-AND | 10 | 10 | 4.19
==> cells in the mapped netlist, types with 2 or more instances <==
cell	instances
sky130_fd_sc_hd__ha_1	2
sky130_fd_sc_hd__buf_6	3
sky130_fd_sc_hd__nand3b_1	2
sky130_fd_sc_hd__o41ai_1	2
sky130_fd_sc_hd__mux4_2	15
sky130_fd_sc_hd__inv_1	3
sky130_fd_sc_hd__and2_1	3
sky130_fd_sc_hd__and4_1	2
sky130_fd_sc_hd__mux2_2	9
sky130_fd_sc_hd__dfrtp_1	8
sky130_fd_sc_hd__xor2_4	2
sky130_fd_sc_hd__edfxtp_1	72
sky130_fd_sc_hd__nand2_1	2
sky130_fd_sc_hd__xnor2_1	5
sky130_fd_sc_hd__nor2_1	11
sky130_fd_sc_hd__o311ai_0	2
sky130_fd_sc_hd__o41ai_4	2
sky130_fd_sc_hd__o41ai_2	2
sky130_fd_sc_hd__or3_1	2
==> per-stage QoR <==
step                area (um^2)  total power [uW]  worst slack, ns
floorplan                  3320              1780             2.05
global placement           3730              2000             1.23
detailed placement         3730              2010             1.17
CTS                        3920              2560            0.847
global route               3920              2670            0.749
finish                     3920              2520            0.886
==> layout make-up <==
| cell class | count | share of cell area [%] |
|---|---|---|
| sequential | 80 | 60.2 |
| multi-input combinational | 72 | 22.9 |
| timing repair buffer | 31 | 7.28 |
| tap | 140 | 4.47 |
| clock buffer | 11 | 3.35 |
| clock inverter | 5 | 1.47 |
| inverter | 3 | 0.287 |
==> per-layer routing <==
metal  GRT usage [%]  vias to the layer above  share of wire (%)
met1            15.9                      782                 42
met3            5.89                        6                8.7
met2            17.9                       59                 49
met4            1.37                        0                1.0
li1                -                      725                  -
met5               0                        -                  0
==> power by group <==
group	switching, uW	leakage [uW]	internal [uW]
logic	420	0.000424	422
clock network	263	0.0000872	281
registers	105	0.000747	1030
==> worst paths after layout <==
path / startpoint / endpoint / slack (ns) / depth (start not counted)
worst max-delay path: rd_ptr[2]$_DFFE_PN0P_ / full / 0.89 / 4
worst min-delay path: wr_ptr[2]$_DFFE_PN0P_ / wr_ptr[2]$_DFFE_PN0P_ / 0.59 / 1
worst max register to register: rd_ptr[2]$_DFFE_PN0P_ / fifo[4][3]$_DFFE_PP_ / 1.61 / 3
worst min register to register: wr_ptr[2]$_DFFE_PN0P_ / wr_ptr[2]$_DFFE_PN0P_ / 0.59 / 1
max in group asynchronous: reset_n / rd_ptr[0]$_DFFE_PN0P_ / 3.17 / 2
min in group asynchronous: reset_n / wr_ptr[3]$_DFFE_PN0P_ / 0.77 / 2
No activity file was given, so power comes from the tool's default toggle rates.
