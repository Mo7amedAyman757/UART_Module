<file path="./run.sh">
#!/bin/bash
# OpenROAD 26Q1-2900-gdf79404cd8, Yosys 0.63+post, stock flow scripts
make -C /OpenROAD-flow-scripts/flow DESIGN_CONFIG=/design/flow/config.mk WORK_HOME=/design/flow/orfs finish
</file>
<file path="./config.mk">
export PLATFORM = sky130hd
export DESIGN_NAME = RX
export DESIGN_NICKNAME = RX
export VERILOG_FILES = /design/flow/design.v
export SDC_FILE = /design/flow/constraint.sdc
export NUM_CORES = 4
export LEC_CHECK = 1
export CORE_UTILIZATION = 30
</file>
<file path="./constraint.sdc">
current_design RX

set clk_period 4.3
set clk_io_pct 0.2

create_clock -name clk0 -period $clk_period [get_ports {clk}]

set non_clock_inputs [all_inputs -no_clocks]
set_input_delay [expr $clk_period * $clk_io_pct] -clock clk0 $non_clock_inputs
set_output_delay [expr $clk_period * $clk_io_pct] -clock clk0 [all_outputs]
</file>
<file path="./design.v">
`timescale 1ns / 1ps
module Baudrate(
    input clk,
    input areset_n,
    input rst_n,
    input en,
    output tick_tx,
    output tick_rx
    );
    localparam CLK_FRQ  = 50_000_000;  
    localparam BAUDRATE = 9600;  
    localparam DIVISOR_tx = CLK_FRQ / BAUDRATE;
    localparam DIVISOR_rx = CLK_FRQ / (BAUDRATE * 16);
    reg [12:0] counter_tx;
    reg [9:0] counter_rx;
    always @(posedge clk or negedge areset_n)
    begin
        if(!areset_n)
            counter_tx <= 1'b0;
        else if(rst_n)
            counter_tx <= 1'b0;
        else begin
            if(en) begin
                if( counter_tx ==  DIVISOR_tx -1)
                counter_tx <= 1'b0;
            else
                counter_tx <= counter_tx + 1;
            end
        end                  
    end
    always @(posedge clk or negedge areset_n)
    begin
        if(!areset_n)
            counter_rx <= 1'b0;
        else if(rst_n)
            counter_rx <= 1'b0;
        else begin
            if(en) begin
                if( counter_rx ==  DIVISOR_rx -1)
                counter_rx <= 1'b0;
            else
                counter_rx <= counter_rx + 1;
            end
        end                  
    end
   assign tick_tx = (counter_tx ==  DIVISOR_tx -1);
   assign tick_rx = (counter_rx ==  DIVISOR_rx -1);
endmodule
`timescale 1ns / 1ps
module RX_FSM(
    input clk,
    input areset_n,rst_n,
    input rx_en,
    input baud_tick,
    input rx,
    output reg [7:0] data_out,
    output reg done,
    output reg busy,
    output reg baud_en,
    output reg error
    );
    localparam idle = 0, start = 1,
               data = 2, stop = 3;
    reg [1:0] current_state,next_state;  
    reg [3:0] s_reg, s_next;  
    reg [2:0] nbit_reg, nbit_next;
    reg [7:0] data_reg, data_next;
    reg rx_delay;
    wire start_detect;
    always @(posedge clk or negedge areset_n)
    begin
    if(!areset_n) 
        rx_delay <= 1'b1;
    else if(rst_n) 
        rx_delay <= 1'b1;
    else
         rx_delay <= rx;    
    end
    assign start_detect = rx_delay && !rx ;
    always @(posedge clk)
    begin
        if(!areset_n) begin
            current_state <= idle;  
            s_reg <= 4'b0;    
            nbit_reg <= 3'b0;
            data_reg <= 8'b0;
            data_out <= 8'b0;
            busy <= 0;
            baud_en <= 0;
        end
        else if(rst_n) begin
            current_state <= idle;  
            s_reg <= 4'b0;    
            nbit_reg <= 3'b0;
            data_reg <= 8'b0;
            data_out <= 8'b0;
            busy <= 0;
            baud_en <= 0;
        end
        else begin
            current_state <= next_state;
            s_reg <= s_next;
            nbit_reg <= nbit_next;
            data_reg <= data_next;    
            busy <= (next_state != idle);
            baud_en <= (next_state != idle);
            if (done)
                data_out <= data_reg;
        end
    end
    always @(*)
    begin
        next_state = current_state ;
        s_next = s_reg;    
        nbit_next = nbit_reg;
        data_next = data_reg; 
        done = 1'b0;
        error = 1'b0;
        case(current_state) 
            idle: begin
                s_next = 4'b0;
                nbit_next = 3'b0;
                if(start_detect && rx_en) begin 
                    next_state = start;         
                end              
            end
            start: begin
                if(baud_tick) begin  
                    if(s_reg == 7) begin
                        next_state = data;
                        s_next = 4'b0;
                   end
                   else 
                      s_next = s_reg + 1; 
                end  
            end
            data: begin
                if(baud_tick) begin
                    if(s_reg == 15) begin 
                        data_next[nbit_reg] = rx;
                        s_next = 4'b0;
                        if(nbit_reg == 7) begin
                            next_state = stop;
                            nbit_next = 0;
                        end
                        else
                            nbit_next = nbit_reg + 1;    
                    end 
                    else
                        s_next = s_reg + 1;           
                end
            end
            stop: begin
                if(baud_tick) begin
                    if(s_reg == 15) begin 
                        if(rx) begin 
                            done = 1'b1;
                            next_state = idle;
                            s_next = 0;
                            nbit_next = 0;
                        end
                        else begin
                            error = 1;
                            next_state = idle;
                        end    
                    end
                    else
                        s_next = s_reg + 1;    
                end
            end
            default: next_state = idle; 
        endcase
    end
endmodule
`timescale 1ns / 1ps
module RX(
    input clk,
    input reset_n,rst_n,
    input rx_en,
    input rx,
    output  [7:0] data_out,
    output  done,
    output  busy,
    output  error
    );
    wire tickrx_done;
    wire baud_en;
    Baudrate uut1(
        .clk(clk),
        .areset_n(reset_n),
        .rst_n(rst_n),
        .en(rx_en | baud_en),
        .tick_rx(tickrx_done),
        .tick_tx()
    );
    RX_FSM uut2(
        .clk(clk),
        .areset_n(reset_n),
        .rst_n(rst_n),
        .rx_en(rx_en),
        .baud_tick(tickrx_done),
        .rx(rx),
        .data_out(data_out),
        .busy(busy),
        .done(done),
        .baud_en(baud_en),
        .error(error)
    );
endmodule
</file>
==> results.toml <==
# yosys + openroad results
[critical_path]
worstPathRequired_ns = 3.44
worst_ep_arrival_time_ns = 2.41
worstSetupEndpointType = "output pin"
cpMostUsedCell = "clkdlybuf4s50_1"
crit_slowest_cell = "clkdlybuf4s50_1"
critical_path.max_stage_delay_ns = 0.62
cp_max_fo = 9
worstSetupPathType = "primary input to output pin"
path_cells = "clkdlybuf4s50_1, nand3_1, nor2_1, clkdlybuf4s50_1"
start_kind = "primary input"

[routing]
routed-via-count = 1793
first_pass_iters = 4
wire_per_inst_um = 13.0
drc = 0
first_iter_violations = 87
routed_via_density = 5.04
ant_nets = 0
drt_wl_total_um = 4630
diodes = 0

[clock_network]
clk_pin_slew_worst_paths_ns = 0.09
clock-sinks = 41
cts_hold_buf = 0
postCtsSetupBuffers = 0
cts_tree = "done"
cts-htree-levels = 2
ctsResizeCount = 0
clock_path_buffers = 2
cts_root_buf = "clkbuf_8"
cts_buffers = 5
clock_latency_ns = 0.29

[power_and_ir_drop]
internal-power_uw = 548
power_switching_uw = 171
p_per_area_nw_per_um2 = 293
p_sw_share_pct = 23.8
comb_power_share_pct = 4.9
peakVddDrop_uv = 122
p_seq_share_pct = 54.1
clkPwrFrac_pct = 41.0
power_leakage_nw = 0.896

[place]
gp_congestion = 0.849
dp_hpwl_um = 3200
pre_cts_ws_ns = 1.01
io_buffer_count = 15

[timing]
timing.hold.ws_ns = 0.461
finalSetupViolCount = 0
skew_ns = 0.00408
fin_ws_ns = 1.03
min_period_over_period_pct = 75.9
min_period_ns = 3.27
worst_slew_pin_slew_ns = 0.793
tns_ns = 0
hold_violations = 0
final_max_slew_viol_count = 0
clock.fmax_mhz = 306
rsz0062_at_grt = "no"
max_slew_margin_pct = 46.4

[die]
rows = 30
die_w_um = 86.4
fp-utilization_pct = 31.2
core_area_sq_um = 6830
io_pins = 16
dieArea_sq_um = 7460
die_h_um = 86.4

[grt]
antenna_found_initial = 0
grt_pass1_vias = 1641
grt_pass1_wl_um = 8050
grt.total_usage_pct = 13.5
grt_max_degree = 25
grt-ovfl-total = 0

[synthesis]
synth.top_cell.area_share_pct = 28.1
synthArstFlopShare_pct = 26.8
syn_area_sq_um = 2130
yosysTopAreaCell = "dfxtp_1"
yosys-top-cells-count = "30 x dfxtp_1, 23 x nand2_1, 19 x nand3_1, 19 x nor2_1, 17 x o21ai_0"
avgSynthCellArea_sq_um = 8.57
synth_flops = 41
yosysChipArea_sq_um = 2130
synthCells = 249
yosysUniqueCellTypes = 49
synth.area.top_cells = "dfxtp_1 28%, dfrtp_1 12%, mux2i_1 4.7%"
synth-main-ff-cell = "dfxtp_1"
ys_warn_count = 2
edf_count = 0
seq_area_frac_synth_pct = 41.1
synth_dominant_cell_count = "dfxtp_1"
ys_cells = 249

[run_status]
outcome = "finished clean"

[job]
maxCapViolCount = 0
tool_warnings = 28

[hold_path]
hold_class = "flop to flop"

[cells_and_area]
synthToLayoutAreaGrowth_pct = 15.1
largest_register_ffs = 10
utilization_pct = 36.0
drive_gt1_share_pct = 5.38
==> final timing paths <==
kind / depth (start not counted) / end / from / slack [ns]
setup / recovery: 4 / done / rx / 1.03
hold / removal: 2 / uut2.data_reg[2] / uut2.data_reg[2] / 0.46
setup reg to reg: 6 / uut2.s_reg[2] / uut1.counter_rx[0] / 2.03
hold reg to reg: 2 / uut2.data_reg[2] / uut2.data_reg[2] / 0.46
max in group asynchronous: 1 / uut1.counter_rx[0] / reset_n / 2.99
min in group asynchronous: 1 / uut1.counter_rx[2] / reset_n / 0.93
==> layout by cell type, fill, tap and decap left out, drive strengths merged, types with 2 or more instances in the layout <==
cell           synthesis  routed
or3                    3       3
nand2                 23      23
nand2b                 3       3
ha                     7       7
nand4                 10      10
clkdlybuf4s50          0      15
nand3                 19      19
a22oi                  2       2
clkbuf                 6       6
o31ai                  2       2
nand3b                 3       3
nor2                  19      19
inv                   12      12
o211ai                 6       6
o21ai                 19      19
nor3                   4       4
dfxtp                 30      30
o311ai                 2       2
nor3b                  3       3
mux2i                 10      10
dfrtp                 10      10
a21oi                 16      16
xnor2                  5       5
nand4b                 3       3
and3                   5       5
xor2                   4       4
==> metrics by stage <==
stage / instances / power (mW) / cell area [sq um]
final: 356 / 0.719 / 2460
after global routing: 356 / 0.749 / 2460
after CTS: 356 / 0.729 / 2460
after detailed placement: 348 / 0.432 / 2350
after global placement: 348 / 0.432 / 2350
after floorplan: 249 / 0.418 / 2130
==> layer usage <==
metal	routed length [um]	global-route usage [%]	part of all wire (%)
met5	0	0	0
met4	58	2.12	1.3
met3	162	2.03	3.5
met2	1990	20.3	43
met1	2420	21.2	52
==> critical path, delay by kind of cell <==
kind | cells | cell delay, ns
buf+inv | 2 | 1.09
simple gates | 2 | 0.45
==> logic make-up (layout without fill, tap and decap cells) <==
kind of cell	after synthesis	in the layout	synth area share [%]
buffers and inverters	25	36	5.22
adder cells (fa/ha/maj)	7	7	4.10
AND-OR/OR-AND	54	54	15.5
multiplexers	10	10	4.69
XOR/XNOR	9	9	3.69
flip-flops	41	41	41.1
AND/OR/NAND/NOR	103	103	25.7
==> power groups by stage <==
stage     Clock, mW  Sequential [mW]  Combinational, mW
4_1_cts       0.305            0.389             0.0353
5_1_grt       0.320            0.390             0.0397
6_report      0.295            0.389             0.0351
==> cell type report <==
cell class | instances | area (sq um)
fill | 721 | 4380
multi-input combinational | 183 | 1150
sequential | 41 | 877
timing repair buffer | 16 | 158
tap | 96 | 120
clock buffer | 6 | 93.8
inverter | 12 | 45.0
clock inverter | 2 | 16.3
Power is estimated from default activity; no workload was simulated.
