## flow/run.sh

```bash
#!/bin/bash
# OpenROAD 26Q1-2900-gdf79404cd8, Yosys 0.63+post, stock flow scripts
make -C /OpenROAD-flow-scripts/flow DESIGN_CONFIG=/design/flow/config.mk WORK_HOME=/design/flow/orfs finish
```

## flow/config.mk

```make
export PLATFORM = sky130hd
export DESIGN_NAME = UART
export DESIGN_NICKNAME = UART
export VERILOG_FILES = /design/flow/design.v
export SDC_FILE = /design/flow/constraint.sdc
export NUM_CORES = 4
export LEC_CHECK = 1
export CORE_UTILIZATION = 30
```

## flow/constraint.sdc

```tcl
current_design UART

set clk_period 3.2
set clk_io_pct 0.2

create_clock -name clk0 -period $clk_period [get_ports {clk}]

set non_clock_inputs [all_inputs -no_clocks]
set_input_delay [expr $clk_period * $clk_io_pct] -clock clk0 $non_clock_inputs
set_output_delay [expr $clk_period * $clk_io_pct] -clock clk0 [all_outputs]
```

## flow/design.v

```verilog
`timescale 1ns / 1ps
module Baudrate(
    input clk,
    input areset_n,
    input rst_n,
    input en,
    output tick_tx,
    output tick_rx
    );
    localparam CLK_FRQ  = 50_000_000;  
    localparam BAUDRATE = 9600;  
    localparam DIVISOR_tx = CLK_FRQ / BAUDRATE;
    localparam DIVISOR_rx = CLK_FRQ / (BAUDRATE * 16);
    reg [12:0] counter_tx;
    reg [9:0] counter_rx;
    always @(posedge clk or negedge areset_n)
    begin
        if(!areset_n)
            counter_tx <= 1'b0;
        else if(rst_n)
            counter_tx <= 1'b0;
        else begin
            if(en) begin
                if( counter_tx ==  DIVISOR_tx -1)
                counter_tx <= 1'b0;
            else
                counter_tx <= counter_tx + 1;
            end
        end                  
    end
    always @(posedge clk or negedge areset_n)
    begin
        if(!areset_n)
            counter_rx <= 1'b0;
        else if(rst_n)
            counter_rx <= 1'b0;
        else begin
            if(en) begin
                if( counter_rx ==  DIVISOR_rx -1)
                counter_rx <= 1'b0;
            else
                counter_rx <= counter_rx + 1;
            end
        end                  
    end
   assign tick_tx = (counter_tx ==  DIVISOR_tx -1);
   assign tick_rx = (counter_rx ==  DIVISOR_rx -1);
endmodule
`timescale 1ns / 1ps
module RX_FSM(
    input clk,
    input areset_n,rst_n,
    input rx_en,
    input baud_tick,
    input rx,
    output reg [7:0] data_out,
    output reg done,
    output reg busy,
    output reg baud_en,
    output reg error
    );
    localparam idle = 0, start = 1,
               data = 2, stop = 3;
    reg [1:0] current_state,next_state;  
    reg [3:0] s_reg, s_next;  
    reg [2:0] nbit_reg, nbit_next;
    reg [7:0] data_reg, data_next;
    reg rx_delay;
    wire start_detect;
    always @(posedge clk or negedge areset_n)
    begin
    if(!areset_n) 
        rx_delay <= 1'b1;
    else if(rst_n) 
        rx_delay <= 1'b1;
    else
         rx_delay <= rx;    
    end
    assign start_detect = rx_delay && !rx ;
    always @(posedge clk)
    begin
        if(!areset_n) begin
            current_state <= idle;  
            s_reg <= 4'b0;    
            nbit_reg <= 3'b0;
            data_reg <= 8'b0;
            data_out <= 8'b0;
            busy <= 0;
            baud_en <= 0;
        end
        else if(rst_n) begin
            current_state <= idle;  
            s_reg <= 4'b0;    
            nbit_reg <= 3'b0;
            data_reg <= 8'b0;
            data_out <= 8'b0;
            busy <= 0;
            baud_en <= 0;
        end
        else begin
            current_state <= next_state;
            s_reg <= s_next;
            nbit_reg <= nbit_next;
            data_reg <= data_next;    
            busy <= (next_state != idle);
            baud_en <= (next_state != idle);
            if (done)
                data_out <= data_reg;
        end
    end
    always @(*)
    begin
        next_state = current_state ;
        s_next = s_reg;    
        nbit_next = nbit_reg;
        data_next = data_reg; 
        done = 1'b0;
        error = 1'b0;
        case(current_state) 
            idle: begin
                s_next = 4'b0;
                nbit_next = 3'b0;
                if(start_detect && rx_en) begin 
                    next_state = start;         
                end              
            end
            start: begin
                if(baud_tick) begin  
                    if(s_reg == 7) begin
                        next_state = data;
                        s_next = 4'b0;
                   end
                   else 
                      s_next = s_reg + 1; 
                end  
            end
            data: begin
                if(baud_tick) begin
                    if(s_reg == 15) begin 
                        data_next[nbit_reg] = rx;
                        s_next = 4'b0;
                        if(nbit_reg == 7) begin
                            next_state = stop;
                            nbit_next = 0;
                        end
                        else
                            nbit_next = nbit_reg + 1;    
                    end 
                    else
                        s_next = s_reg + 1;           
                end
            end
            stop: begin
                if(baud_tick) begin
                    if(s_reg == 15) begin 
                        if(rx) begin 
                            done = 1'b1;
                            next_state = idle;
                            s_next = 0;
                            nbit_next = 0;
                        end
                        else begin
                            error = 1;
                            next_state = idle;
                        end    
                    end
                    else
                        s_next = s_reg + 1;    
                end
            end
            default: next_state = idle; 
        endcase
    end
endmodule
`timescale 1ns / 1ps
module TX_FSM(
    input clk,
    input areset_n,rst_n,
    input [7:0] data_in,
    input tx_en,
    input baud_tick,
    output reg busy,
    output reg done,
    output tx 
    );
    localparam idle = 0, start = 1,
               data = 2, stop = 3;
    reg [1:0] current_state, next_state;
    reg [2:0] nbit_reg,nbit_next;
    reg tx_reg,tx_next;
    always @(posedge clk or negedge areset_n)
    begin
        if(!areset_n) begin
            current_state <= idle;
            tx_reg <= 1'b1;
            nbit_reg <= 3'b0;
        end
        else if(rst_n) begin
            current_state <= idle;
            tx_reg <= 1'b1;
            nbit_reg <= 3'b0;
        end
        else begin
            current_state <= next_state;  
            tx_reg <= tx_next;
            nbit_reg <= nbit_next;
        end          
    end
    always @(*)
    begin
        next_state = current_state;
        tx_next = tx_reg;
        nbit_next = nbit_reg;
        done = 0;
        busy = 0;
        case(current_state)
            idle : begin
                tx_next = 1'b1;
                nbit_next = 3'b0;
                if(tx_en) begin
                    next_state = start;  
                    busy = 1;
                end    
                else
                    next_state = idle;   
            end 
            start : begin
                tx_next = 1'b0;  
                busy = 1;
                if(baud_tick) begin                   
                    next_state = data;  
                end                 
                else
                 next_state = start;
            end
            data: begin
                tx_next = data_in[nbit_reg];
                busy = 1'b1;
                if(baud_tick) begin                
                    if(nbit_reg == 7) 
                        next_state = stop;
                    else
                        nbit_next = nbit_reg + 1;             
                end     
            end  
            stop: begin
                tx_next = 1'b1;
                busy = 1;
                if(baud_tick) begin
                    next_state = idle;
                    done = 1;
                    busy = 0;  
                end 
                else begin
                    next_state = stop;
                    done = 0;
                end                           
            end        
            default: begin
                next_state = idle; 
             end   
        endcase
    end
  assign tx = tx_reg;
endmodule
`timescale 1ns / 1ps
module UART(
    input clk,
    input areset_n,
    input rst_n,
    input [7:0] data_in,
    input tx_en,
    output tx_busy,
    output tx_done,
    output tx,
    input rx_en,
    input rx,
    output  [7:0] data_out,
    output rx_busy,
    output rx_done,
    output  rx_error 
    );
    wire ticktx_done;
    wire tickrx_done;
    wire baud_en;
    Baudrate Baud_uut(
        .clk(clk),
        .areset_n(areset_n),
        .rst_n(rst_n),
        .en(tx_en || (rx_en && baud_en)),
        .tick_tx(ticktx_done),
        .tick_rx(tickrx_done)
    );
    TX_FSM TX_uut(
        .clk(clk),
        .areset_n(areset_n),
        .rst_n(rst_n),
        .tx_en(tx_en),
        .data_in(data_in),
        .baud_tick(ticktx_done),
        .busy(tx_busy),
        .done(tx_done),
        .tx(tx)
    );   
    RX_FSM RX_uut(
        .clk(clk),
        .areset_n(areset_n),
        .rst_n(rst_n),
        .rx_en(rx_en),
        .baud_tick(tickrx_done),
        .rx(rx),
        .data_out(data_out),
        .busy(rx_busy),
        .done(rx_done),
        .baud_en(baud_en),
        .error(rx_error)
    );  
endmodule
```

==> ci_impl_report.md <==
## PnR job results

| Metric | Value |
|---|---|
| Status | finished, final reports clean |
| Biggest regs | Baud_uut.counter_tx (13), Baud_uut.counter_rx (10) |
| Vias | 2,656 |
| Critical path cell sequence | or4_1 > nor4_4 > and2_1 > o21ai_0 > clkdlybuf4s50_1 |
| Worst path bufs/invs | 1 |
| Via density | 4.96 |
| Syn avg cell area | just under 9 µm² |
| Area delta synth->final | 19.8% |
| Input/output buffers | 27 |
| Static leakage power | 1.52 nW |
| Total negative slack | 0 ps |
| Synth warnings | 3 |
| Share of cells above drive strength 1 | 10.3% |
| Register area share after synthesis | 43.5% |
| ANT cells | 0 |
| AND-OR/OR-AND share of the synthesized area | 14.6% |
| Async S/R FF share, synth | 51.6% |
| CTS clk-pin slew, worst paths | 80 ps |
| DR pass1 iterations | 5 |
| Adder share | ~3.9% |
| CTS tree | built |
| Worst path arrival time | 2420 ps |
| Worst slew margin | 59.8% |
| Root buffer cell | clkbuf_8 |
| Place WS | about 500 ps |
| Chip height | 106 µm |
| Initial DRC count | approximately 180 |
| Synth flops | 62 |
| Fp_density | 31.2% |
| Max Cap Violations | 0 |
| Yosys xor share | 4.06% |
| Most flops, register | Baud_uut.counter_tx |
| Max reg flops | 13 |
| Total Wirelength | 6.94 mm |
| Clk sinks | 62 |
| Synth area leader | dfrtp_1 |
| IO Count | 28 |
| Mux area share | approximately 4.6% |
| # setup viols final | 0 |
| Number of fillers in the final layout | 1,045 |
| Top cells by count, synth | nand2_1 (43), nor2_1 (36), dfxtp_1 (30) |
| RSZ-0062 raised after global routing | false |
| Top area cell types | dfrtp_1 (22%), dfxtp_1 (19%), nand2_1 (5.0%), nand3_1 (4.5%), nor2_1 (4.2%) |
| Critical path's largest stage delay | approximately 600 ps |
| Slowest-stage cell, CP | or4_1 |
| Setup crit end kind | output port |
| Insertion delay at the late pin of the worst-skew pair | 340 ps |
| First-pass GRT wire length | 12.1 mm |
| Residual DRC | 0 |
| EDFF count, synth | 0 |
| Yosys top cell by instances | nand2_1 |
| Worst Path Max Fanout | 6 |
| Post-synthesis instance total | 366 |
| Antenna violations before repair | 0 |
| Clock skew | 14.8 ps |
| Post-synth top area share | between 20% and 30% |
| Post-route ant nets | 0 |
| Pin count of the biggest net entering global routing | 30 |
| Die X | 106 µm |
| Final Cycle Share | 95.5% |
| Clock buffer depth | 2 |
| Distinct lib cells used | roughly 55 |
| Vias in the first global route | 2,577 |
| FMAX | 327 MHz |
| WL per Instance | between 10 and 15 µm |
| Core area | between 10,000 and 15,000 µm² |
| Yosys stat cell total | roughly 370 |
| Worst slew pin tran | ~600 ps |
| Synth Cell Area | 3230 µm² |
| Final Hold Violating Endpoints | 0 |
| Tmin final | 3060 ps |
| CP Data Required Time | 2560 ps |
| Num CTS Buffers | 9 |
| Worst hold path type | flip-flop to flip-flop |
| Crit path setup slack, layout | 142 ps |
| Dominant comb cell | simple AND/OR/NAND/NOR gates |
| DP HPWL | 4.94 mm |
| Grt ovf | 0 |
| Rows | 37 |
| Number of OpenROAD warnings | 28 |
| Delay-heaviest family, CP | simple AND/OR/NAND/NOR gates |
| H-tree levels | 3 |
| Max VDD drop | 0.189 mV |
| Gpl congestion | 0.863 |
| Global-route usage over all layers | 13.5% |
| Synthesis area per yosys | between 3000 and 4000 µm² |
| Basic Gates by Area | 25.9% |
| Critical path type | flip-flop to output port |
| Hold buffers post-CTS | 0 |
| CP startpoint kind | flip-flop |
| Cell Pwr Density | 411 nW/µm² |
| Post-CTS Setup Bufs | 0 |
| Die Size | 11,200 µm² |
| Synth Flop Type | dfxtp_1 |
| Slew Viols, Final | 0 |
[layout make-up]
class,instances,area (µm²),share of cell area [%]
Inverter,13,48.8,1.26
Multi-Input combinational cell,275,1730,44.6
Clock buffer,12,155,4.01
Tap cell,136,170,4.39
Timing Repair Buffer,34,323,8.33
Clock inverter,4,45.0,1.16
Sequential cell,62,1410,36.3
[report_power, final]
part	internal, mW	switching (mW)
clock network	0.399	0.301
registers	0.789	0.00927
logic	0.0411	0.0543
total	1.23	0.364
[per-layer routing]
layer  track usage (%)  up-vias  wire length [µm]
met5                 0        -                 0
met1              20.6     1238              3500
met2              20.4       52              3020
met4              1.19        0                59
met3              3.28        6               355
li1                  -     1360                 -
[worst paths after layout]
kind / start / end / slack [ps] / cells after the start
setup / recovery: Baud_uut.counter_tx[3] / tx_busy / 140 / 5
hold / removal: RX_uut.data_reg[6] / RX_uut.data_out[6] / 450 / 2
setup reg to reg: Baud_uut.counter_tx[3] / TX_uut.nbit_reg[2] / 980 / 6
hold reg to reg: RX_uut.data_reg[6] / RX_uut.data_out[6] / 450 / 2
max in group asynchronous: areset_n / TX_uut.current_state[0] / 1890 / 2
min in group asynchronous: areset_n / Baud_uut.counter_tx[11] / 590 / 1
[per-stage QoR]
step	utilization, %	instances	instance area [µm²]	power [mW]	hold slack, ps
6_report	37.4	536	3870	1.59	451
5_1_grt	37.4	536	3870	1.66	483
3_5_place_dp	35.3	520	3660	0.910	446
4_1_cts	37.3	536	3860	1.61	453
2_1_floorplan	-	366	3230	0.862	344
3_3_place_gp	35.3	520	3660	0.909	449
[placed cells by master (no fill, tap or decap), types with 7 or more instances in the layout]
master | netlist | routed
a21oi_1 | 21 | 21
and3_1 | 7 | 7
buf_4 | 1 | 7
clkbuf_8 | 0 | 11
clkdlybuf4s50_1 | 0 | 27
dfrtp_1 | 29 | 29
dfxtp_1 | 30 | 30
ha_1 | 10 | 10
inv_1 | 13 | 13
nand2_1 | 43 | 43
nand3_1 | 29 | 29
nand4_1 | 10 | 10
nor2_1 | 36 | 36
o21ai_0 | 19 | 19
xor2_1 | 10 | 10
[repair_timing]
action / in CTS / in global routing
hold endpoints to repair: 0 / 0
endpoints found under the setup margin: 0 / 1
gates resized: 0 / 1
[cells by family (layout without fill, tap and decap cells)]
group	after synthesis	after routing
adder cells (fa/ha/maj)	10	10
multiplexers	12	12
buffers and inverters	29	63
XOR/XNOR	15	15
flip-flops	62	62
AND/OR/NAND/NOR	164	164
AND-OR/OR-AND	74	74
[worst min-delay path, cell delays in order (launching register included)]
cell and delay [ps]:
dfxtp_1 300, nand2_1 60, o21ai_1 60
Power figures rest on the tool's default switching activity, not on a simulated workload.
